==> flow/config.mk <==
export PLATFORM = sky130hd
export DESIGN_NAME = TOP_VIEW
export DESIGN_NICKNAME = TOP_VIEW
export VERILOG_FILES = /design/flow/design.v
export SDC_FILE = /design/flow/constraint.sdc
export NUM_CORES = 4
export LEC_CHECK = 1
export CORE_UTILIZATION = 30
==> flow/run.sh <==
#!/bin/bash
# OpenROAD 26Q1-2900-gdf79404cd8, Yosys 0.63+post, stock flow scripts
make -C /OpenROAD-flow-scripts/flow DESIGN_CONFIG=/design/flow/config.mk WORK_HOME=/design/flow/orfs finish
==> flow/design.v <==
module ARITHMATIC_UNIT#(parameter alu_width =16)
(
  input wire [alu_width-1:0]  A,B,
  input wire                  clk,rst,
  input wire arith_enable,
  input wire [1:0]            alu_fun,
  output reg                  arith_carry,
  output reg                  arith_flag,carry_out,
  output reg [alu_width-1:0]  arith_out);
reg [alu_width-1:0] arith_out_reg;
wire carry_out_reg;
reg arith_flag_reg;  
always@(posedge clk or negedge rst)
begin
  if(!rst)
    begin
    arith_out <= 16'b0;
    carry_out <= 16'b0;
    arith_flag <= 16'b0;
    end
  else
   begin
    arith_out <= arith_out_reg;
    carry_out <= carry_out_reg;
    arith_flag <= arith_flag_reg;
   end 
end
always@(*)
  begin
    arith_out_reg   = 1'b0  ;
    arith_flag_reg  = 1'b0 ;
      if(arith_enable)
        begin
    case(alu_fun)  
    4'b00:begin
    arith_out_reg   = A+B  ;
    arith_flag_reg  = 1'b1 ;
            end
    4'b01:begin
    arith_out_reg   = A-B  ;
    arith_flag_reg  = 1'b1 ;
           end
    4'b10:begin
    arith_out_reg   = A*B  ;
    arith_flag_reg  = 1'b1 ;
            end
    4'b11:begin
    arith_out_reg   = A/B  ;
    arith_flag_reg  = 1'b1 ;
           end
          endcase
          end    
end
assign carry_out_reg = arith_out_reg[alu_width] ;
endmodule
module LOGIC_UNIT#(parameter alu_width =16)
(
  input wire [alu_width-1:0]  A,B,
  input wire                  clk,rst,
  input wire logic_enable,
  input wire [1:0]            alu_fun,
  output reg                  logic_flag,
  output reg [alu_width-1:0]  logic_out);
reg logic_out_reg;
reg logic_flag_reg;
always @ (posedge clk or negedge rst)
 begin 
   if (!rst)
     begin
      logic_out  <= 'b0 ;
      logic_flag <= 'b0 ;	
	 end
   else
     begin   
      logic_out  <= logic_out_reg ;
      logic_flag <= logic_flag_reg ;
	 end
 end	
always@(*)
begin
    logic_out_reg  = 1'b0  ;
    logic_flag_reg = 1'b0 ;
    if(logic_enable)
        begin
    case(alu_fun)  
    4'b00:begin
    logic_out_reg   = A&&B  ;
    logic_flag_reg  = 1'b1 ;
            end
    4'b01:begin
    logic_out_reg   = A||B  ;
    logic_flag_reg  = 1'b1 ;
           end
    4'b10:begin
    logic_out_reg   = !(A&&B) ;
    logic_flag_reg  = 1'b1 ;
            end
    4'b11:begin
    logic_out_reg   = !(A||B) ;
    logic_flag_reg  = 1'b1 ;
           end
          endcase
          end            
end 
endmodule
module shift_unit#(parameter alu_width =16)
(
  input wire [alu_width-1:0]  A,B,
  input wire                  clk,rst,
  input wire                shift_enable,
  input wire [1:0]            alu_fun,
  output reg                  shift_flag,
  output reg [alu_width-1:0]  shift_out);
reg [alu_width-1:0]  shift_out_reg ;
reg shift_flag_reg ;
always @ (posedge clk or negedge rst)
 begin 
   if (!rst)
     begin
      shift_out  <= 'b0 ;
      shift_flag <= 'b0 ;	
	 end
   else
     begin   
      shift_out  <= shift_out_reg ;
      shift_flag <= shift_flag_reg ;
	 end
 end
   always@(*)
begin
        shift_out_reg = 1'b0;
        shift_flag_reg = 1'b0;
      if(shift_enable)
        begin
      case(alu_fun)  
        4'b00:begin
        shift_flag_reg = 1'b1;
        shift_out_reg = A >> 1;
        end
        4'b01:begin
        shift_out_reg = A << 1;
        shift_flag_reg = 1'b1;
        end
        4'b10:begin
        shift_flag_reg = 1'b1;
        shift_out_reg = B >> 1;
         end
        4'b11:begin
        shift_flag_reg = 1'b1;
        shift_out_reg = B << 1;
        end
      endcase
end
end 
endmodule
module TOP_VIEW#(parameter alu_width =16)
(
  input wire [alu_width-1:0]    A,B,
  input wire                    clk,rst,
  input wire [3:0]              alu_fun,
  output wire                   arith_flag,carry_out,logic_flag,comp_flag,shift_flag,
  output wire [alu_width-1:0]   arith_out,logic_out,comp_out,shift_out
  );
wire                  comp_enable ;
wire                  shift_enable ;
wire                  logic_enable ;
wire                  arith_enable ;
  DECODER_UNIT U_decoder(
  .alu_fun(alu_fun[3:2]),
  .arith_enable(arith_enable),
  .logic_enable(logic_enable),
  .shift_enable(shift_enable),
  .comp_enable(comp_enable)
  );
  ARITHMATIC_UNIT U_arithmatic(
  .A(A),
  .arith_enable(arith_enable),
  .B(B),
  .clk(clk),
  .rst(rst),
  .alu_fun(alu_fun[1:0]),
  .arith_out(arith_out),
  .arith_flag(arith_flag),
  .carry_out(carry_out),
  .arith_carry(arith_carry)
  );
   LOGIC_UNIT U_logic(
  .A(A),
  .logic_enable(logic_enable),
  .B(B),
  .clk(clk),
  .rst(rst),
  .alu_fun(alu_fun[1:0]),
  .logic_out(logic_out),
  .logic_flag(logic_flag)
   );
   comparsion_unit U_comp (
  .A(A),
  .comp_enable(comp_enable),
  .B(B),
  .clk(clk),
  .rst(rst),
  .alu_fun(alu_fun[1:0]),
  .comp_out(comp_out),
  .comp_flag(comp_flag)
  );
  shift_unit U_shift(
  .A(A),
  .shift_enable(shift_enable),
  .B(B),
  .clk(clk),
  .rst(rst),
  .alu_fun(alu_fun[1:0]),
  .shift_out(shift_out),
  .shift_flag(shift_flag)
  );
endmodule
module comparsion_unit#(parameter alu_width =16)
(
  input wire [alu_width-1:0]  A,B,
  input wire                  clk,rst,
  input wire comp_enable,
  input wire [1:0]            alu_fun,
  output reg                  comp_flag,
  output reg [alu_width-1:0]  comp_out);
reg comp_out_reg ;
reg  comp_flag_reg ;
always @ (posedge clk or negedge rst)
 begin 
   if (!rst)
     begin
      comp_out  <= 'b0 ;
      comp_flag <= 'b0 ;	
	 end
   else
     begin   
      comp_out  <= comp_out_reg ;
      comp_flag <= comp_flag_reg ;
	 end
 end
always@(*)
    begin
      comp_out_reg = 1'b0;
      comp_flag_reg = 1'b0;
      if(comp_enable)
        begin
  case(alu_fun)
      4'b00:begin
      comp_out_reg = 1'b0;
      comp_flag_reg = 1'b1;
      end 
      4'b01:begin
        comp_flag_reg  = 1'b1;
        if(A==B)
           begin
    comp_out_reg = 1'b1;
          end
       else
          begin
    comp_out_reg   = 1'b0;
          end
        end
    4'b10:begin
      comp_flag_reg  = 1'b1 ;
      if(A > B)
        begin
    comp_out_reg   = 1'b1;
        end
    else
        begin
    comp_out_reg   = 1'b0;
        end
        end
    4'b11:begin
      comp_flag_reg  = 1'b1;
      if(A < B)
          begin
    comp_out_reg   = 16'b1;
          end
    else
          begin
    comp_out_reg   = 1'b0;
          end
      end
   endcase
          end
   end
  endmodule
module DECODER_UNIT
(input wire [1:0]            alu_fun,
output reg arith_enable,logic_enable,comp_enable,shift_enable);
  always@(*)
  begin
    arith_enable = 1'b0;
    logic_enable = 1'b0;
    comp_enable = 1'b0;
    shift_enable = 1'b0;
    case(alu_fun)
      4'b00:arith_enable = 1'b1;
      4'b01:logic_enable = 1'b1;
      4'b10:comp_enable = 1'b1;
      4'b11:shift_enable = 1'b1;
      default: begin
            arith_enable = 1'b0;
            logic_enable = 1'b0;
            comp_enable =1'b 0;
            shift_enable = 1'b0;
        end
      endcase
  end
endmodule
==> flow/constraint.sdc <==
current_design TOP_VIEW

set clk_period 1.0
set clk_io_pct 0.2

create_clock -name clk0 -period $clk_period [get_ports {clk}]

set non_clock_inputs [all_inputs -no_clocks]
set_input_delay [expr $clk_period * $clk_io_pct] -clock clk0 $non_clock_inputs
set_output_delay [expr $clk_period * $clk_io_pct] -clock clk0 [all_outputs]
==> impl_metrics.csv <==
group,metric,value,unit
pwr,ir_drop,0.00253,V
critical_path,cp_top_family,"AND-OR/OR-AND gates",
grt,antenna_found_initial,1,
timing,relSlewSlack,0.651,
final_layout,final_area,24300,µm²
logic_synthesis,ys_top_logic_family,"adder cells",
detailed_routing,avgViaCountPerCell,5.15,
timing,fin_tns_setup,-180.17,ns
outcome,status,"finished with violations",
final_layout,area_delta_synth_final,69.1,%
timing,finalSetupViolCount,31,
grt,met1_usage,0.334,
die,core,47000,µm²
logic_synthesis,mux_share,0.0486,
final_layout,drive_gt1_frac,0.465,
detailed_routing,ant_nets,0,
grt,gr-total-overflow,0,
die,die_area,48800,µm²
logic_synthesis,synth-main-ff-cell,"dfrtp_1",
detailed_routing,firstDrtPassIters,5,
logic_synthesis,netlist_instances,1878,
critical_path,critical_path_arrival,23.01,ns
grt,gr-usage-met2,0.396,
pwr,p_leak,11.8,nW
logic_synthesis,yosys_cells,1878,
die,die_h,221,µm
detailed_routing,drcViolationCount,0,
placed_design,dp_hpwl,45900,µm
clock_network,cts_sinks,38,
critical_path,startpoint,"B[15]",
timing,final_hold_viol_count,38,
detailed_routing,drt_iter0_drc,925,
logic_synthesis,ys_seq_frac,0.0661,
timing,hold_slack,-0.122,ns
logic_synthesis,yosys_warnings,7,
logic_synthesis,synth.distinct_cells,96,
logic_synthesis,synth_chip_area,14400,µm²
grt,grt_use_met3,0.0597,
timing,worst_slack,-21.86,ns
logic_synthesis,simple_gate_area_frac,0.207,
clock_network,cts_tree,"done",
grt,grt_pass1_wl,92700,µm
clock_network,clk_pin_slew,0.06,ns
logic_synthesis,ys_ff,38,
detailed_routing,dr_total_vias,16900,
timing,timing.fmax,43.8,MHz
logic_synthesis,async_flop_share,1.00,
worst_hold_path,hp-class,"in -> async",
logic_synthesis,synth-edff-count,0,
detailed_routing,avgRoutedWirePerCell,18.2,µm
critical_path,cpPeakStageDelay,0.53,ns
final_layout,fin_util,0.518,
placed_design,dpl_worst_slack,-22.89,ns
job,max_cap_violations,0,
timing,period_needed,22.86,ns
die,fp_util,0.306,
timing,fin_crit_sh,22.9,
critical_path,cp_common_cell,"ha_4",
outcome,violations,"negative hold slack, negative setup slack",
critical_path,crit_slowest_cell,"or4_4",
logic_synthesis,synth_area,14400,µm²
die,die_w,221,µm
detailed_routing,routed_wl,59800,µm
timing,rsz0062_at_grt,"yes",
critical_path,crit_path_max_fanout,12,
placed_design,gp_congestion,1.02,
timing,slew_violations,0,
logic_synthesis,compound_area_frac,0.213,
logic_synthesis,xor_share,0.0722,
grt,grt_max_degree,39,
clock_network,htree_levels,2,
grt,grt_busiest_layer,"met2",
clock_network,root_buffer,"clkbuf_16",
grt,grt_use_total,0.245,
pwr,pwr_density_cell,1340,nW/µm²
timing,tightestPinTransition,0.511,ns
placed_design,io_buffers,75,
die,pin_count,107,
critical_path,endpoint_kind,"flop",
logic_synthesis,synth.avg_cell_area,7.66,µm²
placed_design,postPlaceCellArea,21000,µm²
critical_path,critPathLaunchType,"primary input",
grt,grt_pass1_vias,16800,
clock_network,cts_buffer_depth,2,
die,std_cell_rows,79,
logic_synthesis,ys_sh_adder,0.305,
job,warnings,49,
clock_network,numCtsBuffers,5,
critical_path,path_class,"in -> reg",
critical_path,critPathBufInv,18,
critical_path,required,1.16,ns
final_layout,fillCellCount,3950,
==> power breakdown <==
| group | switching, mW | total (mW) | leakage [nW] | internal, mW |
|---|---|---|---|---|
| registers | 0.0394 | 1.73 | 0.511 | 1.70 |
| clock network | 0.652 | 2.09 | 0.0940 | 1.43 |
| logic | 14.0 | 28.8 | 11.2 | 14.7 |
==> cell families (layout without fill, tap and decap cells) <==
kind of cell	count (synthesis)	count (layout)
compound gates	457	458
xor+xnor	117	117
fa+ha+maj	302	302
buf+inv	298	1067
flops	38	38
mux	48	48
other cells	1	32
simple gates	617	618
==> cells in the final DEF, fill, tap and decap left out, types with 25 or more instances in the layout <==
cell type / instances
buf_4: 701
inv_1: 172
ha_1: 168
nand2_1: 164
nor2_1: 146
fa_1: 81
a21oi_1: 69
xnor2_1: 67
buf_6: 61
o21ai_0: 47
xor2_1: 46
nor3_1: 46
ha_4: 44
buf_2: 41
a21oi_2: 39
dfrtp_1: 38
o21a_1: 38
a21o_1: 33
conb_1: 31
buf_12: 29
o211ai_1: 25
==> how the worst max path moves through the flow <==
| stage | cells past startpoint | to | slack (ns) |
|---|---|---|---|
| 4_1_cts | 118 | U_arithmatic.arith_out[0] | -21.53 |
| 5_1_grt | 120 | U_arithmatic.arith_out[0] | -22.73 |
| 6_report | 116 | U_arithmatic.arith_out[0] | -21.86 |
==> layer usage <==
metal  part of all wire  vias to the layer above  routed length (µm)
met5                  0                        -                   0
met4              0.032                        0                1890
met3              0.075                      103                4460
met2               0.45                      569               27000
met1               0.44                     8066               26400
li1                   -                     8179                   -
==> metrics by stage <==
| step | cells | power, mW |
|---|---|---|
| after floorplan | 1908 | 17.4 |
| after global placement | 3112 | 27.3 |
| after detailed placement | 3112 | 27.4 |
| after CTS | 3247 | 31.6 |
| after global routing | 3287 | 35.5 |
| final | 3287 | 32.6 |
==> synth_stat cells (all sizes together) (12+ instances only) <==
cell,instances,area share
ha,219,0.19
inv,186,0.049
nand2,178,0.047
nor2,169,0.044
a21oi,120,0.042
fa,82,0.11
o21ai,82,0.029
xnor2,68,0.041
nor3,66,0.024
clkbuf,64,0.017
xor2,48,0.029
buf,47,0.022
o21a,40,0.021
dfrtp,38,0.066
a21o,33,0.017
nor2b,32,0.014
nand3,31,0.011
or3,29,0.013
and2,27,0.012
o211ai,25,0.013
a211oi,24,0.013
mux2,19,0.015
a31oi,17,0.0078
o31ai,16,0.0083
mux4,15,0.023
nand2b,15,0.0065
or2,15,0.0065
mux2i,14,0.0097
nor4,14,0.0097
o22ai,12,0.0052
==> layout make-up <==
class                      count  area (µm²)  area share
timing repair buffer         872        7240       0.297
clock inverter                 3        68.8     0.00283
inverter                     187         724      0.0298
antenna                        1        2.50    0.000103
multi-input combinational   1574       14500       0.595
sequential                    38         951      0.0391
tap                          607         759      0.0312
clock buffer                   5         125     0.00514
==> timing repair <==
action                                 4_1_cts  5_1_grt
buffers inserted                           125       41
setup endpoints to repair                   74       43
endpoints found under the hold margin       38       38
resized                                    457      214
pin swaps                                  147      108
cloned                                       3        2
Power figures rest on the tool's default switching activity, not on a simulated workload.
